--- ./design.v ---
module ARITHMETIC_UNIT #(
parameter A_WIDTH = 16             ,  
parameter B_WIDTH = 16             ,  
parameter ALU_FUN_WIDTH = 2        ,  
parameter ALU_ARITH_OUT_WIDTH = 32 ,  
parameter ALU_ARITH_OUT_D_WIDTH = 32 )  
(  
  input wire [A_WIDTH-1:0] A,
  input wire [B_WIDTH-1:0] B,
  input wire [ALU_FUN_WIDTH-1:0] ALU_FUN,
  input wire CLK,
  input wire RST,
  input wire Arith_Enable,
  output reg [ALU_ARITH_OUT_WIDTH-1:0] Arith_OUT,
  output reg Carry_OUT,
  output reg Arith_Flag
  );
  reg [ALU_ARITH_OUT_D_WIDTH-1:0] Arith_D;
  reg Carry_OUT_D;
always@(posedge CLK or negedge RST)
begin
  if(!RST)
    begin
    Arith_OUT <= 'b0;
    Carry_OUT <= 'b0;
    end
  else
    begin
    Arith_OUT <= Arith_D;
    Carry_OUT <= Carry_OUT_D;
    end
end
always@(*)
  begin
    if (Arith_Enable)
      begin
      Carry_OUT_D = 1'b0;
      Arith_Flag = 1'b0;
      Arith_D = 16'b0;
    case(ALU_FUN)
      2'b00: 
      begin
      {Carry_OUT_D,Arith_D[A_WIDTH-1:0]} = A + B;  
      Arith_Flag = 1'b1;
        end
      2'b01: 
      begin
      Arith_D = A - B;   
      Arith_Flag = 1'b1;
        end
      2'b10:
      begin
       Arith_D = A * B;   
       Arith_Flag = 1'b1;
        end
      2'b11: 
      begin
      Arith_D = A / B;   
      Arith_Flag = 1'b1;
        end
    default:
    begin
     Arith_D = 16'b0;
     Carry_OUT_D = 1'b0;
     Arith_Flag = 1'b0;
    end
  endcase
end
else
  begin
    Arith_D = 16'b0;
    Carry_OUT_D = 1'b0;
    Arith_Flag = 1'b0;
    end
  end
endmodule
module CMP_UNIT #(
parameter A_WIDTH = 16             ,  
parameter B_WIDTH = 16             ,  
parameter ALU_FUN_WIDTH = 2        ,  
parameter ALU_CMP_OUT_WIDTH = 2 ,  
parameter ALU_CMP_OUT_D_WIDTH = 2 )  
  (
  input wire [A_WIDTH-1:0] A,
  input wire [B_WIDTH-1:0] B,
  input wire [ALU_FUN_WIDTH-1:0] ALU_FUN,
  input wire CLK,
  input wire RST,
  input wire CMP_Enable,
  output reg [ALU_CMP_OUT_WIDTH-1:0] CMP_OUT,
  output reg CMP_Flag
  );
  reg [ALU_CMP_OUT_D_WIDTH-1:0] CMP_D;
always@(posedge CLK or negedge RST)
begin
  if(!RST)
    CMP_OUT <= 16'b0;
  else
    CMP_OUT <= CMP_D;
end
always@(*)
  begin
    if (CMP_Enable)
      begin
    case(ALU_FUN)
      2'b01:
      begin
       CMP_D = (A == B) ? 16'b1 : 16'b0;   
       CMP_Flag = 1'b1;
        end
      2'b10: 
      begin
       CMP_D = (A > B) ? 16'b10 : 16'b0 ;   
       CMP_Flag = 1'b1;
       end
      2'b11:
      begin
       CMP_D = (A < B) ? 16'b11 : 16'b0;   
       CMP_Flag = 1'b1;
        end
    default:
    begin
     CMP_D = 16'b0;
     CMP_Flag = 1'b1;
    end
  endcase
  end
else
  begin
    CMP_D = 16'b0;
    CMP_Flag = 1'b0;
  end
  end
endmodule
module DECODER_UNIT #(
parameter ALU_FUN_WIDTH = 2    )      
  (
  input wire [1:0] ALU_FUN,
  output reg Arith_Enable,
  output reg Logic_Enable,
  output reg CMP_Enable,
  output reg Shift_Enable
  );
always@(*)
      begin
        Arith_Enable = 1'b0;
        Logic_Enable = 1'b0;
        CMP_Enable = 1'b0;
        Shift_Enable = 1'b0;
    case(ALU_FUN)
      2'b00: Arith_Enable = 1'b1 ;  
      2'b01: Logic_Enable = 1'b1 ; 
      2'b10: CMP_Enable = 1'b1 ; 
      2'b11: Shift_Enable = 1'b1 ; 
endcase
  end
endmodule
module LOGIC_UNIT #(
parameter A_WIDTH = 16             ,  
parameter B_WIDTH = 16             ,  
parameter ALU_FUN_WIDTH = 2        ,  
parameter ALU_LOGIC_OUT_WIDTH = 16 ,  
parameter ALU_LOGIC_OUT_D_WIDTH = 16 )  
  (
  input wire [A_WIDTH-1:0] a,
  input wire [B_WIDTH-1:0] b,
  input wire [ALU_FUN_WIDTH-1:0] ALU_FUN,
  input wire CLK,
  input wire RST,
  input wire Logic_Enable,
  output reg [ALU_LOGIC_OUT_WIDTH-1:0] Logic_OUT,
  output reg Logic_Flag
  );
  reg [ALU_LOGIC_OUT_D_WIDTH-1:0] Logic_D;
always@(posedge CLK or negedge RST)
begin
  if(!RST)
    Logic_OUT <= 16'b0;
  else
    Logic_OUT <= Logic_D;
end
always@(*)
  begin
    if (Logic_Enable)
      begin
      Logic_D = 16'b0;
      Logic_Flag = 1'b0;
    case(ALU_FUN)
      2'b00:
      begin
       Logic_D = (a & b);  
       Logic_Flag = 1'b1;
        end
      2'b01:
      begin
       Logic_D = (a | b);   
       Logic_Flag = 1'b1;
        end
      2'b10:
      begin
       Logic_D = ~(a & b);   
       Logic_Flag = 1'b1;
        end
      2'b11:
      begin
       Logic_D = ~(a | b);   
       Logic_Flag = 1'b1;
        end
    default:
    begin
     Logic_D = 16'b0;
     Logic_Flag = 1'b0;
      end
  endcase
end
else
  begin
    Logic_D = 16'b0;
    Logic_Flag = 1'b0;
  end
  end
endmodule
module SHIFT_UNIT #(
parameter A_WIDTH = 16             ,  
parameter B_WIDTH = 16             ,  
parameter ALU_FUN_WIDTH = 2        ,  
parameter ALU_SHIFT_OUT_WIDTH = 16 ,  
parameter ALU_SHIFT_OUT_D_WIDTH = 16 )  
  (
  input wire [A_WIDTH-1:0] A,
  input wire [B_WIDTH-1:0] B,
  input wire [ALU_FUN_WIDTH-1:0] ALU_FUN,
  input wire CLK,
  input wire RST,
  input wire Shift_Enable,
  output reg [ALU_SHIFT_OUT_WIDTH-1:0] Shift_OUT,
  output reg Shift_Flag
  );
  reg [ALU_SHIFT_OUT_D_WIDTH-1:0] Shift_D;
always@(posedge CLK or negedge RST)
begin
  if(!RST)
    Shift_OUT <= 16'b0;
  else
    Shift_OUT <= Shift_D;
end
always@(*)
  begin
    if (Shift_Enable)
      begin
    case(ALU_FUN)
      2'b00:
      begin
       Shift_D = A >> 1 ; 
       Shift_Flag = 1'b1;
         end
      2'b01:
      begin
       Shift_D = A << 1;   
       Shift_Flag = 1'b1;
        end
      2'b10:
      begin
       Shift_D = B >> 1;   
       Shift_Flag = 1'b1;
        end
      2'b11:
      begin
       Shift_D = B << 1;   
       Shift_Flag = 1'b1;
        end
    default:
    begin
     Shift_D = 16'b0;
     Shift_Flag = 1'b0;
      end
  endcase
  end
else
  begin
    Shift_D = 16'b0;
    Shift_Flag = 1'b0;
  end
  end
endmodule
module ALU_TOP #(
parameter A_WIDTH = 16             ,  
parameter B_WIDTH = 16             ,  
parameter ALU_FUN_WIDTH = 4        ,  
parameter ALU_ARITH_OUT_WIDTH = 32 ,  
parameter ALU_LOGIC_OUT_WIDTH = 16 ,  
parameter ALU_CMP_OUT_WIDTH   = 2  ,  
parameter ALU_SHIFT_OUT_WIDTH = 16 )  
( 
  input wire [A_WIDTH-1:0] A_TOP,
  input wire [B_WIDTH-1:0] B_TOP,
  input wire [ALU_FUN_WIDTH-1:0] ALU_FUN_TOP,
  input wire CLK_TOP,
  input wire RST_TOP,
  output wire [ALU_ARITH_OUT_WIDTH-1:0] Arith_OUT_TOP,
  output wire Carry_OUT_TOP,
  output wire Arith_Flag_TOP,
  output wire [ALU_LOGIC_OUT_WIDTH-1:0] Logic_OUT_TOP,
  output wire Logic_Flag_TOP, 
  output wire [ALU_CMP_OUT_WIDTH-1:0] CMP_OUT_TOP,
  output wire CMP_Flag_TOP,
  output wire [ALU_SHIFT_OUT_WIDTH-1:0] Shift_OUT_TOP,
  output wire Shift_Flag_TOP
   );
wire                                   Arith_Enable_TOP ;  
wire                                   Logic_Enable_TOP ; 
wire                                   CMP_Enable_TOP   ;  
wire                                   Shift_Enable_TOP ; 
DECODER_UNIT  U_decoder_unit  (
.ALU_FUN(ALU_FUN_TOP[3:2]),
.Arith_Enable(Arith_Enable_TOP),
.Logic_Enable(Logic_Enable_TOP),
.CMP_Enable(CMP_Enable_TOP),
.Shift_Enable(Shift_Enable_TOP)
);  
ARITHMETIC_UNIT U_arithmetic_unit (
.A(A_TOP),
.B(B_TOP),
.ALU_FUN(ALU_FUN_TOP[1:0]),
.CLK(CLK_TOP),
.RST(RST_TOP),
.Arith_Enable(Arith_Enable_TOP),
.Arith_OUT(Arith_OUT_TOP),
.Carry_OUT(Carry_OUT_TOP),
.Arith_Flag(Arith_Flag_TOP)
);
LOGIC_UNIT U_logic_unit (
.a(A_TOP),
.b(B_TOP),
.ALU_FUN(ALU_FUN_TOP[1:0]),
.CLK(CLK_TOP),
.RST(RST_TOP),
.Logic_Enable(Logic_Enable_TOP),
.Logic_OUT(Logic_OUT_TOP),
.Logic_Flag(Logic_Flag_TOP)
);
CMP_UNIT U_cmp_unit (
.A(A_TOP),
.B(B_TOP),
.ALU_FUN(ALU_FUN_TOP[1:0]),
.CLK(CLK_TOP),
.RST(RST_TOP),
.CMP_Enable(CMP_Enable_TOP),
.CMP_OUT(CMP_OUT_TOP),
.CMP_Flag(CMP_Flag_TOP)
);
SHIFT_UNIT U_shifter_unit (
.A(A_TOP),
.B(B_TOP),
.ALU_FUN(ALU_FUN_TOP[1:0]),
.CLK(CLK_TOP),
.RST(RST_TOP),
.Shift_Enable(Shift_Enable_TOP),
.Shift_OUT(Shift_OUT_TOP),
.Shift_Flag(Shift_Flag_TOP)
);
 endmodule
--- ./run.sh ---
#!/bin/bash
# OpenROAD 26Q1-2900-gdf79404cd8, Yosys 0.63+post, stock flow scripts
make -C /OpenROAD-flow-scripts/flow DESIGN_CONFIG=/design/flow/config.mk WORK_HOME=/design/flow/orfs finish
--- ./config.mk ---
export PLATFORM = sky130hd
export DESIGN_NAME = ALU_TOP
export DESIGN_NICKNAME = ALU_TOP
export VERILOG_FILES = /design/flow/design.v
export SDC_FILE = /design/flow/constraint.sdc
export NUM_CORES = 4
export LEC_CHECK = 1
export CORE_UTILIZATION = 50
--- ./constraint.sdc ---
current_design ALU_TOP

set clk_period 1.6
set clk_io_pct 0.2

create_clock -name clk0 -period $clk_period [get_ports {CLK_TOP}]

set non_clock_inputs [all_inputs -no_clocks]
set_input_delay [expr $clk_period * $clk_io_pct] -clock clk0 $non_clock_inputs
set_output_delay [expr $clk_period * $clk_io_pct] -clock clk0 [all_outputs]
==> flow_summary_export.csv <==
group,metric,value,unit
status,outcome,"complete, but fails checks",
status,violations,"setup timing",
synth,top_cell_area_share,19.6,%
setup_path,worst-setup-path-type,"in -> reg",
floorplan,die_area,70700,um2
cells_and_area,drive_above_1_share,42.9,%
place,portBuffers,108,
final_timing,whs,0.342,ns
cells_and_area,area_growth_syn_to_layout,64.5,%
setup_path,slowest_delay,0.57,ns
synth,ys_cells,4609,
synth,top_area_cell,"ha_1",
final_timing,setup_viol,42,
grt,grtUsageTotal,41.2,%
drt,wl_met3,16600,um
final_timing,rsz0062_at_grt,"yes",
final_timing,worstMarginPinSlew,1.11,ns
drt,drtAntennaViolNets,0,
clock_tree,clk_path_buf_depth,2,
clock_tree,cts_buffers,9,
final_timing,setup_ws,-75.48,ns
clock_tree,clk_pin_slew,0.07,ns
final_timing,slew_headroom,26.3,%
synth,ys_top_cells_by_count,"ha_1 (546), nor2_1 (475), nand2_1 (457), inv_1 (325), a21oi_1 (273)",
final_timing,final_max_slew_viol_count,0,
floorplan,coreArea,68700,um2
hold_path,hp-class,"in -> async",
clock_tree,cts_root_buf,"clkbuf_16",
synth,async_reset_ff_share,100,%
setup_path,worst-path-max-fanout,8,
synth,ys_seq_share,4.81,%
final_timing,max_freq,13.0,MHz
synth,most_common_cell,"ha_1",
setup_path,cp_slowest_cell,"or4b_4",
place,gp_congestion,1.02,
grt,grt_pass1_vias,42400,
floorplan,die_y,266,um
place,pre_cts_slack,-75.61,ns
clock_tree,cts_tree,"done",
synth,synthCells,4609,
drt,vias_per_cell,5.90,
setup_path,arrival,77.33,ns
place,detailed_place_hpwl,106000,um
drt,wl_per_cell,20.1,um
synth,synth_flops,67,
setup_path,crit_path_end_kind,"flip-flop",
drt,via_count,45100,
grt,overflow,0,
grt,grt_first_pass_wirelength,225000,um
floorplan,die_x,266,um
synth,edf_count,0,
synth,yosys-top-cells-area,"ha_1 (20%), fa_1 (11%), nor2_1 (5.1%), nand2_1 (4.9%), dfrtp_1 (4.8%)",
grt,antenna_found_initial,9,
flow_run,cap_violations,0,
drt,totalWireLength,154000,um
floorplan,fp_util,50.7,%
drt,drt_iter0_drc,3403,
drt,first_pass_iters,6,
drt,dr_wl_met2,67600,um
grt,grt_max_degree,72,
final_timing,finalCriticalPeriod,77.08,ns
drt,met1_length,62800,um
synth,ys_area,34800,um2
synth,synth.avg_cell_area,7.56,um2
synth,flop_cell,"dfrtp_1",
synth,syn_area,34800,um2
final_timing,hold_viol_final,0,
setup_path,path_buffers,147,
setup_path,crit_family,"AND-OR/OR-AND gates",
setup_path,required,1.85,ns
cells_and_area,fill_cells,4009,
setup_path,crit_top_cell,"buf_4",
floorplan,rows,96,
drt,drc_errors,0,
synth,yosysUniqueCellTypes,119,
setup_path,cp-start-kind,"primary input",
clock_tree,cts.htree.levels,3,
final_timing,period_used_share,4820,%
clock_tree,cts.sinks,67,
flow_run,warnings,63,
drt,highest_layer,"met5",
synth,yosys_warnings,5,
floorplan,pin_count,109,
layout by cell type, fill, tap and decap left out, types with 24 or more instances in the layout:
cell | synthesis | routed
ha_1 | 546 | 465
xnor2_1 | 149 | 149
a21oi_2 | 2 | 79
o211ai_1 | 50 | 50
or2_2 | 58 | 51
o31ai_1 | 103 | 87
a21o_1 | 85 | 84
nor2_1 | 475 | 419
nand2_1 | 457 | 424
a211oi_1 | 38 | 25
mux2_2 | 90 | 65
clkdlybuf4s50_1 | 0 | 65
o21ai_1 | 25 | 62
o21ai_2 | 1 | 28
inv_1 | 325 | 308
o21a_1 | 208 | 204
ha_4 | 0 | 70
and3_1 | 33 | 29
xor2_1 | 71 | 68
nor2_4 | 0 | 24
o21ai_0 | 194 | 121
mux2_4 | 2 | 27
nor2b_1 | 55 | 53
mux2i_1 | 43 | 37
dfrtp_1 | 67 | 67
a21oi_1 | 273 | 181
and2_1 | 42 | 34
nor2_2 | 0 | 32
fa_1 | 196 | 196
buf_4 | 1 | 1989
nor3_1 | 231 | 210
a31oi_1 | 40 | 27
nand4_1 | 26 | 26
nand2b_1 | 43 | 41
buf_12 | 0 | 38
nand3_1 | 59 | 50
or3_1 | 52 | 40
buf_6 | 0 | 84
worst max-delay path by stage:
stage,start,endpoint,slack (ns),cells after the start
after global routing,B_TOP[13],U_arithmetic_unit.Arith_OUT[0],-78.21,418
final,B_TOP[12],U_arithmetic_unit.Arith_OUT[0],-75.48,447
after CTS,B_TOP[0],U_arithmetic_unit.Arith_OUT[0],-72.57,411
metal layers:
layer	global-route usage (%)	vias to the layer above
li1	-	20900
met1	55.9	21300
met2	65.0	2346
met3	10.5	504
met4	13.0	12
met5	0	-
area by class of cell:
cell class	instances	area [um2]	share of cell area, %
antenna	3	7.51	0.0131
tap	931	1160	2.03
timing repair buffer	2234	18000	31.4
inverter	336	1300	2.26
clock inverter	7	75.1	0.131
clock buffer	9	225	0.393
multi-input combinational	4060	34800	60.8
sequential	67	1680	2.93
what timing repair did:
item | in CTS | in global routing
pin swaps | 218 | 204
hold buffers | 2 | 0
resized | 471 | 349
gates cloned | 3 | 2
setup buffers | 427 | 137
endpoints found under the hold margin | 23 | 0
endpoints found under the setup margin | 59 | 63
sequential cells by signal, summed over array words and instances, names as in the netlist:
| signal | count |
|---|---|
| U_shifter_unit.Shift_OUT | 16 |
| U_arithmetic_unit.Arith_OUT | 32 |
| U_arithmetic_unit.Carry_OUT | 1 |
| U_logic_unit.Logic_OUT | 16 |
| U_cmp_unit.CMP_OUT | 2 |
logic make-up (layout without fill, tap and decap cells):
| family | Yosys count | after routing | share of synthesized area [%] |
|---|---|---|---|
| buffers and inverters | 500 | 2586 | 5.45 |
| AND/OR/NAND/NOR | 1640 | 1643 | 22.6 |
| AND-OR/OR-AND | 1284 | 1284 | 25.3 |
| flip-flops | 67 | 67 | 4.81 |
| other | 1 | 19 | 0.0108 |
| adder cells (fa/ha/maj) | 744 | 744 | 30.9 |
| multiplexers | 153 | 153 | 5.27 |
| XOR/XNOR | 220 | 220 | 5.53 |
stage by stage:
stage	util (%)	cells	instance area [um2]	setup TNS [ns]
4_1_cts	80.4	7558	55300	-915.16
6_report	83.4	7647	57300	-934.48
3_3_place_gp	72.9	7116	50100	-976.72
5_1_grt	83.4	7645	57300	-974.48
3_5_place_dp	72.9	7116	50100	-989.44
2_1_floorplan	-	4624	36900	-968.78
